`flow/run.sh`:
```
#!/bin/bash
# OpenROAD 26Q1-2900-gdf79404cd8, Yosys 0.63+post, stock flow scripts
make -C /OpenROAD-flow-scripts/flow DESIGN_CONFIG=/design/flow/config.mk WORK_HOME=/design/flow/orfs finish
```
`flow/config.mk`:
```
export PLATFORM = sky130hd
export DESIGN_NAME = phase_acc
export DESIGN_NICKNAME = phase_acc
export VERILOG_FILES = /design/flow/design.v
export SDC_FILE = /design/flow/constraint.sdc
export NUM_CORES = 4
export LEC_CHECK = 1
export CORE_AREA = 10 10 106 106
export DIE_AREA = 0 0 116 116
```
`flow/constraint.sdc`:
```
current_design phase_acc

set clk_period 7.4
set clk_io_pct 0.2

create_clock -name clk0 -period $clk_period [get_ports {clk}]

set non_clock_inputs [all_inputs -no_clocks]
set_input_delay [expr $clk_period * $clk_io_pct] -clock clk0 $non_clock_inputs
set_output_delay [expr $clk_period * $clk_io_pct] -clock clk0 [all_outputs]
```
`flow/design.v`:
```
`timescale 1ns / 1ps
module phase_acc #(
    parameter ACC_SIZE = 28
) (
    input wire                clk,
    input wire                rst,
    input wire [ACC_SIZE-1:0] freq_word,
    output reg [ACC_SIZE-1:0] phase
);
  reg [ACC_SIZE-1:0] phase_acc;
  assign phase = phase_acc;
  always_ff @(posedge clk) begin
    if (rst) begin
      phase_acc <= 0;
    end else begin
      phase_acc <= phase_acc + freq_word;
    end
  end
endmodule
```
==> results_dict.tcl <==
# collected from the flow reports
set metrics [dict create \
    grt_start_max_net_pins 33 \
    fin_ws_ns 3.51 \
    synth_cell_types 51 \
    io_buffers 57 \
    critPathMaxStageDelay_ns 0.44 \
    async_flop_share_pct 0 \
    syn_inst 271 \
    layout-drive-gt1-share_pct 7.76 \
    rsz0062_at_grt "no" \
    drt_iter0_markers 103 \
    crit_path_cell_trace "clkdlybuf4s50_1 > ha_1 > fa_1 > a211oi_2 > o21ai_2 > o22a_2 > a21oi_2 > o21ai_2 > a211oi_2 > mux2_1" \
    wl_um 6000 \
    yosys_most_used_dff "dfxtp_1" \
    yosysWarnings 2 \
    layout.cells.most_common "clkdlybuf4s50_1" \
    initCoreUtil_pct 25.6 \
    numPlacedInstances 426 \
    path_class "primary input to flop" \
    num_vias 2054 \
    syn_area_um2 2270 \
    synth-edff-count 0 \
    pwr_density_cell_nw_per_um2 405 \
    worstPathArrival_ns 4.06 \
    clock-sinks 28 \
    status "complete, no violations" \
    clkLatencyLatePin_ns 0.28 \
    clock-root-buffer "clkbuf_8" \
    synth_seq_share_pct 24.7 \
    synth.avg_cell_area_um2 8.37 \
    max_freq_ghz 0.257 \
    drv_cap 0 \
    io_pins 58 \
    antenna_found_initial 0 \
    layout.cells.non_filler 430 \
    fp-row-count 34 \
    min_period_over_period_pct 52.5 \
    fp.coreArea_um2 8850 \
    ys_ff 28 \
    place_area_um2 2920 \
    required_ns 7.58 \
    postCtsSetupBuffers 0 \
    ctsHtreeMaxLevel 1 \
    ys_chip_area_um2 2270 \
    period_needed_ns 3.89 \
    top_register "phase_acc" \
    grt_pass1_wl_um 9940 \
    tns_ns 0 \
    antenna_cells 0 \
    setup.worst_path.end_class "flop" \
    hold_viol 0 \
    crit_path_top_delay_cell "fa_1" \
    cts_tree "yes" \
    log.warning_count 25 \
    dpl_worst_slack_ns 3.21 \
    hold_buffers 0 \
    chip_area_um2 13500 \
    place_congestion 0.874 \
    final_cell_mix "57 x clkdlybuf4s50_1, 38 x nor2_1, 28 x dfxtp_1, 27 x ha_1, 24 x a21oi_1" \
    grt_pass1_vias 2037 \
    grt_overflow 0 \
    finalSetupViolations 0 \
    clock_path_buffers 2 \
    largest_reg_flops 28 \
    max_slew_margin_pct 68.7 \
    utilization_pct 33.8 \
    drtPass1Iterations 4 \
    irDropWorstVdd_mv 0.155 \
    wl_per_cell_um 14.0 \
    fin_area_um2 2990 \
    dieHeight_um 116 \
    die_x_um 116 \
    clk_pin_slew_ns 0.11 \
    ys_cells 271 \
    report.final.slew_viol_count 0 \
    leakagePower_uw 0.00119 \
    post-route-drc-count 0 \
    track_usage_pct 8.91 \
    critPathLaunchType "primary input" \
    cts-resized-gates 0 \
    hold_class "flop to flop" \
    detailedPlacementHpwl_um 4860 \
    antenna_left 0 \
    cp_max_fo 4 \
    clock_skew_ns 0.00329 \
    avgViaCountPerCell 4.78 \
    top_regs "phase_acc (28)" \
    worst_slew_pin_slew_ns 0.465 \
    cts_buffers 3 \
    synthToLayoutAreaGrowth_pct 31.7 \
]
-- final timing paths --
kind | startpoint | endpoint | slack, ns | depth (start not counted)
worst min-delay path | phase_acc[0] | phase_acc[0] | 0.59 | 2
worst max-delay path | freq_word[0] | phase_acc[20] | 3.51 | 10
worst min register to register | phase_acc[0] | phase_acc[0] | 0.59 | 2
worst max register to register | phase_acc[0] | phase_acc[20] | 4.81 | 9
-- cell type report --
type / count / area [um2]
clock buffer: 3 / 41.3
clock inverter: 1 / 30.0
fill: 940 / 5860
inverter: 8 / 30.0
multi-input combinational: 224 / 1610
sequential: 28 / 561
tap: 108 / 135
timing repair buffer: 58 / 578
-- critical path, delay by kind of cell --
family	cells	cell delay, ns
AOI/OAI and AO/OA	6	1.16
adders and majority gates	2	0.67
buffers and inverters	1	0.40
muxes	1	0.33
-- synthesized netlist by cell type (3+ instances only) --
cell type	instances	area share, %
a211oi_1	3	0.99
a211oi_2	4	2.2
a21o_1	5	1.7
a21oi_1	24	5.3
a21oi_2	3	1.2
a31oi_1	3	0.83
and4_1	3	1.2
clkbuf_1	3	0.50
dfxtp_1	28	25
ha_1	27	15
inv_1	8	1.3
nand2_1	17	2.8
nand3_1	7	1.5
nand4_1	5	1.4
nor2_1	38	6.3
nor2b_1	7	1.9
nor3_1	5	1.1
o211ai_1	3	0.99
o21a_1	3	0.99
o21ai_0	11	2.4
o21ai_2	3	1.2
xnor2_1	15	5.8
xor2_1	9	3.5
-- report_power, final --
group / internal [uW] / total (uW) / leakage, uW / switching [uW]
Combinational: 406 / 823 / 0.000920 / 417
Clock: 72.5 / 125 / 0.0000357 / 52.9
Sequential: 222 / 260 / 0.000233 / 37.7
Total: 701 / 1210 / 0.00119 / 507
-- logic make-up after synthesis --
group	after synthesis	synth area share, %
AOI/OAI and AO/OA	77	24.9
muxes	3	1.43
adders and majority gates	28	15.8
buffers and inverters	19	4.19
and+or+nand+nor	92	19.6
DFF	28	24.7
xor gates and xnor gates	24	9.27
-- metal layers --
layer	track usage [%]	up-vias	share of wire, %
met5	0	-	0
met4	0.334	0	0.38
met3	2.88	2	8.3
met2	13.7	56	42
met1	12.7	919	49
li1	-	1077	-
-- through the flow --
step	power, uW	hold WS (ns)
after floorplan	826	0.524
after global placement	1090	0.574
after detailed placement	1090	0.571
after CTS	1220	0.597
after global routing	1330	0.614
final	1210	0.588
Power figures rest on the tool's default switching activity, not on a simulated workload.
