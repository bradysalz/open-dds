**config.mk**
```make
export PLATFORM = sky130hd
export DESIGN_NAME = mux_8to1_8b
export DESIGN_NICKNAME = mux_8to1_8b
export VERILOG_FILES = /design/flow/design.v
export SDC_FILE = /design/flow/constraint.sdc
export NUM_CORES = 4
export LEC_CHECK = 1
export CORE_AREA = 10 10 70 70
export DIE_AREA = 0 0 80 80
```
**constraint.sdc**
```tcl
current_design mux_8to1_8b

set clk_period 1.7
set clk_io_pct 0.2

create_clock -name clk0 -period $clk_period

set non_clock_inputs [all_inputs -no_clocks]
set_input_delay [expr $clk_period * $clk_io_pct] -clock clk0 $non_clock_inputs
set_output_delay [expr $clk_period * $clk_io_pct] -clock clk0 [all_outputs]
```
**design.v**
```verilog
`timescale 1ns/1ps
module mux_8to1_8b (
    input wire [2:0] sel,
    input wire [7:0] in0,
    input wire [7:0] in1,
    input wire [7:0] in2,
    input wire [7:0] in3,
    input wire [7:0] in4,
    input wire [7:0] in5,
    input wire [7:0] in6,
    input wire [7:0] in7,
    output reg [7:0] out
);
    always@(*) begin
        case (sel)
            3'b000 : out = in0;
            3'b001 : out = in1;
            3'b010 : out = in2;
            3'b011 : out = in3;
            3'b100 : out = in4;
            3'b101 : out = in5;
            3'b110 : out = in6;
            3'b111 : out = in7;
        endcase
    end
endmodule
```
**run.sh**
```bash
#!/bin/bash
# OpenROAD 26Q1-2900-gdf79404cd8, Yosys 0.63+post, stock flow scripts
make -C /OpenROAD-flow-scripts/flow DESIGN_CONFIG=/design/flow/config.mk WORK_HOME=/design/flow/orfs finish
```
==> CHANGELOG.md <==
### Physical design

* Run status: complete, but fails checks
* Violated checks: negative setup slack
* Critical Path End Type: primary output
* Cell with the largest stage delay on the worst path: sky130_fd_sc_hd__mux4_2
* Worst EP arrival at approximately 1.5 ns
* PortBufs at 75
* Filler instances at roughly 370
* Area leader share at between 50 and 60%
* Tmin final at ~1.8 ns
* Post-route worst setup slack at -0.148 ns
* Seq. cell area at 0 um2
* Gate count of the mapped netlist at 39
* Max-capacitance violation count at 0
* Number of OpenROAD warnings at 34
* Type of the worst setup path: input port to primary output
* TNS Setup at -0.890 ns
* Total die size at roughly 6400 um2
* Maximum number of pins on one net before global-route repair at 10
* Synth top cell by count: sky130_fd_sc_hd__mux4_1
* Post-synthesis to final-layout area growth at 153%
* RePlAce Congestion at roughly 0.74
* Total wire length at 2.83 mm
* Pin slew with the least headroom to its limit at about 0.26 ns
* Congestion Overflow GR at 0
* Post-route core utilization at between 40% and 50%
* Synth cell types at 17
* Leading cell types by count after synthesis: sky130_fd_sc_hd__mux4_1 (12), sky130_fd_sc_hd__mux2_2 (7), sky130_fd_sc_hd__mux2i_1 (3)
* Fraction of final layout cells sized beyond drive strength 1 at between 30% and 40%
* Synth Warn # at 1
* Critical Path, Cell by Cell: buf_8 -> buf_16 -> buf_6 -> mux4_2 -> mux2_4 -> buf_2
* HPWL after detailed placement at 2.26 mm
* Post-synthesis cell count from yosys at 39
* Initial Utilization at ~17%
* Number of top-level pins at 75
* Placement row count at 21
* Number of buffers and inverters on the critical path at 4
* Top cell family by delay on the critical path: multiplexers
* Global-route total usage across every layer at just under 9%
* Height of the die at about 80 um
* Number of sequential cells in the layout at 0
* Highest cell delay on the worst timing path at approximately 0.48 ns
* Via count of the first global-routing pass at between 800 and 900
* Cells taking the most area after synthesis: sky130_fd_sc_hd__mux4_1 (56%), sky130_fd_sc_hd__mux2_2 (14%), sky130_fd_sc_hd__mux4_2 (7.9%)
* Total vias in the final route at between 700 and 800
* Clock buffer instance count of the final layout at 0
* Synthesis area per yosys at ~570 um2
* Hold Violations, Final at 0
* Largest vdd supply drop at between 0.08 and 0.09 mV
* Fin crit share at 109%
* Post-synthesis cell type with the largest combined area: sky130_fd_sc_hd__mux4_1
* Pre-CTS setup slack at -0.912 ns
* Critical path required time at between 1 and 1.5 ns
* TritonRoute pass-1 iters at 2
* Cell area after technology mapping at between 500 and 600 um2
* Wire length per cell after detailed routing at 16.8 um
* Total DRC errors in the routed layout at 0
* Unrepaired setup endpoints after global routing: yes
* Min-Delay Path Class: input port to primary output
* Initial antenna violation count at 0
* X dimension of the die at around 80 um
* Power density over the cells at 234 nW/um2
* Sequential-to-total area share from yosys stat at 0%
* First-pass GRT wire length at between 4 and 5 mm
* CP Launch Type: input port
* Peak clock frequency supported by timing at around 540 MHz
* Overall power consumption at about 0.34 mW
* Maximum fanout along the worst path at 4
* Avg Cell Area, Syn at between 10 and 15 um2
* Diodes inserted at 0
* Worst slew margin relative to its limit at 82.7%
* Static leakage at 0.681 nW
* Count of final max-slew check failures at 0
* Number of nets still failing antenna checks after routing at 0
* Mean number of vias per cell at between 4 and 5
* Final worst hold slack at approximately 1.3 ns
* Violation count after the first detailed-route iteration at 4
* Core box area at between 3000 and 4000 um2
* # setup viols final at 8
[path summary, 6_finish.rpt]
path	start	end	slack, ns	cells after the start
setup / recovery	sel[0]	out[0]	-0.15	6
hold / removal	in2[2]	out[2]	1.27	5
[layer usage]
layer  part of all wire [%]  up-vias  track usage (%)  wire (um)
li1                       -      346                -          -
met3                    9.8        0             2.73        279
met4                      0        0                0          0
met5                      0        -                0          0
met1                     44      320             12.6       1250
met2                     46       42             13.8       1300
[cell type report]
class / count / area [um2] / area share (%)
Multi-Input combinational cell: 33 / 514 / 35.8
Tap cell: 46 / 57.6 / 4.00
Inverter: 1 / 3.75 / 0.261
Timing Repair Buffer: 89 / 862 / 60.0
[stage by stage]
stage	instances	area, um2
finish	169	1440
global route	169	1440
CTS	169	1440
detailed placement	161	1410
global placement	161	1410
floorplan	39	568
[repair_timing]
action                     in CTS  in global routing
buffers inserted                6                  0
setup endpoints to repair       8                  8
gates cloned                    2                  0
pin swaps                       3                  0
hold buffers                    0                  0
gates resized                 126                  0
[cells by family (layout without fill, tap and decap cells)]
logic type,after synthesis,count (layout),synth area share (%)
AND-OR/OR-AND,5,5,5.95
multiplexers,24,24,82.6
buffers and inverters,6,90,7.05
AND/OR/NAND/NOR,4,4,4.40
[layout by cell type, fill, tap and decap left out]
cell type                         netlist  layout
sky130_fd_sc_hd__a211oi_2               0       1
sky130_fd_sc_hd__a2bb2oi_1              1       1
sky130_fd_sc_hd__a31oi_1                1       1
sky130_fd_sc_hd__buf_12                 0       2
sky130_fd_sc_hd__buf_16                 0       1
sky130_fd_sc_hd__buf_2                  2       4
sky130_fd_sc_hd__buf_4                  0       6
sky130_fd_sc_hd__buf_6                  2       8
sky130_fd_sc_hd__buf_8                  0       2
sky130_fd_sc_hd__bufbuf_16              0       1
sky130_fd_sc_hd__clkdlybuf4s50_1        0       6
sky130_fd_sc_hd__dlygate4sd2_1          0      59
sky130_fd_sc_hd__inv_1                  1       1
sky130_fd_sc_hd__mux2_4                 0       7
sky130_fd_sc_hd__mux2i_1                3       3
sky130_fd_sc_hd__mux4_2                 2      14
sky130_fd_sc_hd__nand2_1                1       1
sky130_fd_sc_hd__nand2b_1               1       1
sky130_fd_sc_hd__nor3_1                 1       1
sky130_fd_sc_hd__o21ai_1                0       1
sky130_fd_sc_hd__o22ai_1                1       1
sky130_fd_sc_hd__or4b_1                 1       1
[where the power goes]
part,internal [mW],switching (mW),total [mW],leakage [nW]
Clock,0,0,0,0
Sequential,0,0,0,0
Combinational,0.251,0.0847,0.336,0.681
Total,0.251,0.0847,0.336,0.681
Power is estimated from default activity; no workload was simulated.
