==> flow/design.v <==
`timescale 1ns / 1ps
module reg_8x8b (
    input wire       clk,
    input wire       rst,
    input wire       i_en_wr,
    input wire [3:0] i_addr_rd,
    input wire [3:0] i_addr_wr,
    input wire [7:0] i_data,
    output reg [7:0] o_data
);
  reg [7:0] regfile[7:0];
  integer idx;   
  assign o_data = regfile[i_addr_rd];
  always_ff @(posedge clk) begin
    if (rst) begin
      for (idx = 0; idx < 8; idx = idx + 1) begin
        regfile[idx] <= 0;
      end
    end else begin
      if (i_en_wr) begin
        regfile[i_addr_wr] = i_data;
      end
    end
  end
endmodule
==> flow/run.sh <==
#!/bin/bash
# OpenROAD 26Q1-2900-gdf79404cd8, Yosys 0.63+post, stock flow scripts
make -C /OpenROAD-flow-scripts/flow DESIGN_CONFIG=/design/flow/config.mk WORK_HOME=/design/flow/orfs finish
==> flow/config.mk <==
export PLATFORM = sky130hd
export DESIGN_NAME = reg_8x8b
export DESIGN_NICKNAME = reg_8x8b
export VERILOG_FILES = /design/flow/design.v
export SDC_FILE = /design/flow/constraint.sdc
export NUM_CORES = 4
export LEC_CHECK = 1
export CORE_UTILIZATION = 50
==> flow/constraint.sdc <==
current_design reg_8x8b

set clk_period 3.4
set clk_io_pct 0.2

create_clock -name clk0 -period $clk_period [get_ports {clk}]

set non_clock_inputs [all_inputs -no_clocks]
set_input_delay [expr $clk_period * $clk_io_pct] -clock clk0 $non_clock_inputs
set_output_delay [expr $clk_period * $clk_io_pct] -clock clk0 [all_outputs]
==> results_slide.txt <==
Run Summary

Outcome
  – Outcome: complete, no violations

Drt
  – Routed WL: 6030 um
  – Met2 wire len: 2880 um
  – DR WL/cell: 19.8 um
  – # DRC: 0
  – Metal3 WL: roughly 540 um
  – Top sig layer: met4
  – Via density per instance: 5.96
  – 1st-pass router iterations: 4
  – Diode count: 0
  – Met1 wire length: 2500 um
  – Antenna Violating Nets Remaining: 0
  – Initial DRC count: 101
  – Via count: between 1,500 and 2,000

Logic synthesis
  – Synthesis Warnings: 2
  – Async SR Flop Fraction: 0%
  – Synth Flop Type: edfxtp_1
  – Sequential area share after synthesis: approximately 64%
  – # Cells Yosys: around 190
  – Synth unique cells: 18
  – Area reported by Yosys stat: between 2000 and 3000 um^2
  – Flops after synth: about 64
  – Post-Syn Instances: about 190
  – Post-synthesis instance area: around 3000 um^2
  – Flip-flops with a built-in enable: 64
  – Syn avg cell area: 15.5 um^2

Final timing
  – Peak Freq: ~0.32 GHz
  – Max_slew headroom: ~70%
  – Post-layout period usage: 91.1%
  – RSZ-0062 raised after global routing: no
  – Min Clock Period, post-route: 3.10 ns
  – Final hold violation count: 0
  – Count of pins over their slew limit: 0
  – Final WS setup: 0.303 ns
  – Setup_tns: 0 ns
  – Worst slew pin tran: between 0.4 and 0.5 ns
  – Final setup viols: 0

Clocking
  – Clk slew on worst S/H paths: 0.06 ns
  – CTS buffer count: 9
  – H-tree Lvls: 3
  – Setup repair bufs after CTS: 0
  – Clk sinks: 64
  – CTS max path bufs: 2
  – Root Buffer Master: clkbuf_8
  – CTS tree: done

Placed design
  – HPWL Detailed: 3970 um
  – PortBufs: 24
  – DP Worst Slack: 0.0273 ns
  – Placed Cells: 289
  – Placer Congestion: about 0.8
  – Dpl cell area: roughly 3400 um^2

Global routing
  – Gr usage total: 22.8%
  – Vias in the first global route: 1,881
  – Largest net degree at the start of global routing: 37
  – First-pass GRT wire length: 9360 um
  – Congestion Overflow GR: 0
  – Initial antenna violation count: 0

Power and ir drop
  – Leakage: between 0.001 and 0.0015 uW
  – Peak supply drop: 0.250 mV
  – Pwr Density: ~460 nW/um^2

Worst setup path
  – Crit path DAT: 2.42 ns
  – CP Capture Point: o_data[7]
  – Crit Path Max Fanout: 16
  – CP startpoint: i_addr_rd[2]
  – WP data required: 2.72 ns
  – Setup CP Type: in -> out
  – CP Launch Type: input port
  – Crit. End Element: output port

Layout
  – Finished Layout Cells: 304
  – Largest register by flop count: regfile
  – Layout cell share with drive strength beyond 1: 17.7%
  – Max reg flops: 64
  – Area growth syn-to-layout: 17.9%
  – Most frequent cells in the layout: 64 x nor3_1, 64 x edfxtp_1, 23 x clkdlybuf4s50_1
  – Top Registers: regfile (64)
  – Post-Layout Inst Area: 3530 um^2
  – Filler cells: about 400

Die
  – Die Span Y: just under 80 um
  – Fp_density: 53.1%
  – Ports: 27
  – Die W: 79.4 um
  – Row Count: 27
  – Die area: 6300 um^2
  – Core Region: 5640 um^2

Min path
  – Hold Path Depth: 3
  – Hold Path Class: in -> reg

Run
  – Tool Warnings: 27
  – Max-Cap Viols: 0
==> per-layer routing <==
metal / vias up / global-route usage [%]
li1: 840 / -
met1: 883 / 34.7
met2: 77 / 34.3
met3: 11 / 10.4
met4: 0 / 4.18
met5: - / 0
==> power breakdown <==
part           switching (uW)  internal, uW  total (uW)
sequential               11.5           917         929
combinational            91.3           106         197
clock                     242           249         491
==> logic make-up (layout without fill, tap and decap cells) <==
kind of cell           count (synthesis)  count (layout)  share of synthesized area, %
AOI/OAI and AO/OA                      8               8                          2.01
buffers and inverters                 27              66                          4.89
DFF                                   64              64                          64.2
muxes                                 24              24                          16.9
and+or+nand+nor                       70              70                          12.0
==> synth_stat cells, types with 2 or more instances <==
cell type,n,share of area (%)
buf_1,4,0.50
buf_2,2,0.33
clkbuf_1,8,1.0
edfxtp_1,64,64
mux2_2,8,3.0
mux4_1,15,13
o21bai_1,8,2.0
clkinv_1,8,1.0
nor3_1,64,11
nand2b_1,2,0.42
buf_6,3,1.1
==> worst min path at each step <==
stage	start	end	slack, ns
4_1_cts	i_data[3]	regfile[6][3]	1.14
5_1_grt	i_data[3]	regfile[6][3]	1.16
6_report	i_data[3]	regfile[2][3]	1.14
==> through the flow <==
| stage | total power (uW) | util [%] | hold slack, ns |
|---|---|---|---|
| CTS | 1620 | 62.1 | 1.14 |
| global placement | 1130 | 59.6 | 1.46 |
| detailed placement | 1140 | 59.6 | 1.48 |
| floorplan | 1040 | - | 1.01 |
| finish | 1620 | 62.6 | 1.14 |
| global route | 1670 | 62.6 | 1.16 |
==> worst max-delay path: stages <==
cell and delay [ns]:
clkdlybuf4s50_1 0.45, buf_4 0.23, mux4_1 0.34, mux2_2 0.30, clkdlybuf4s50_1 0.41
==> timing repair <==
item	4_1_cts	5_1_grt
resized	0	2
hold buffers	0	0
endpoints found under the setup margin	0	2
==> area by class of cell <==
cell class	count	area [um^2]	share of cell area, %
repair buffers	44	423	12.0
clock buffers	11	131	3.72
multi-input cells	102	922	26.1
flip-flops and latches	64	1920	54.4
clock inverters	3	11.3	0.319
inverters	8	30.0	0.851
well taps	72	90.1	2.55
Power figures rest on the tool's default switching activity, not on a simulated workload.
